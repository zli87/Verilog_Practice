`design/flow/design.v`:
```
`timescale 1ns / 1ps
module Producer #(parameter DATA_WIDTH=32) (
    input clk,
    input rst_n,
    input wfull_i,
    input already_wfull_i,
    output reg winc_o,
    output [DATA_WIDTH-1:0] wdata_o
    );
    reg [DATA_WIDTH-1:0] counter;
always@(posedge clk or negedge rst_n) begin
    if (!rst_n) begin
        counter <=0;
    end else begin 
        counter <= ( ~(wfull_i | already_wfull_i) )? counter + 1 : counter;
   end
end    
assign wdata_o = counter;
always@(posedge clk or negedge rst_n) begin
    if (!rst_n) begin
        winc_o <=0;
    end else begin 
        winc_o <= ( ~(wfull_i | already_wfull_i) )? 1 : 0;
   end
end
endmodule
```
`design/flow/run.sh`:
```
#!/bin/bash
# OpenROAD 26Q1-2900-gdf79404cd8, Yosys 0.63+post, stock flow scripts
make -C /OpenROAD-flow-scripts/flow DESIGN_CONFIG=/design/flow/config.mk WORK_HOME=/design/flow/orfs finish
```
`design/flow/constraint.sdc`:
```
current_design Producer

set clk_period 3.7
set clk_io_pct 0.2

create_clock -name clk0 -period $clk_period [get_ports {clk}]

set non_clock_inputs [all_inputs -no_clocks]
set_input_delay [expr $clk_period * $clk_io_pct] -clock clk0 $non_clock_inputs
set_output_delay [expr $clk_period * $clk_io_pct] -clock clk0 [all_outputs]
```
`design/flow/config.mk`:
```
export PLATFORM = sky130hd
export DESIGN_NAME = Producer
export DESIGN_NICKNAME = Producer
export VERILOG_FILES = /design/flow/design.v
export SDC_FILE = /design/flow/constraint.sdc
export NUM_CORES = 4
export LEC_CHECK = 1
export CORE_UTILIZATION = 30
```
==> notes.org <==
#+TITLE: Synthesis and PnR summary

** Run status
- The run finished with clean final reports.

** Routing
- The detailed router finished its first iteration with 47 violations.
- Before antenna repair, the detailed router went through 4 iterations.
- Per the post-route antenna check, the number of violating nets is 0.
- After detailed routing, the average wire length per cell comes to 12.24 um.
- In the routed layout, each cell is associated on average with a via count of 4.442.
- The final antenna diode tally reported by the flow is 0.
- Final wirelength :: 2.852 mm
- TritonRoute reported its final design rule violation total as 0.
- Total via count in the routed design :: 1035

** Synthesis
- After synthesis, the cell types taking the most area are sky130_fd_sc_hd__dfrtp_1, sky130_fd_sc_hd__xor2_1, sky130_fd_sc_hd__xnor2_1, sky130_fd_sc_hd__nor4_2, sky130_fd_sc_hd__nand4_4.
- Number of synthesized flops with an enable pin :: 0
- For this run, the leading register cell type out of synthesis is sky130_fd_sc_hd__dfrtp_1.
- The largest total area in the synthesized netlist belongs to sky130_fd_sc_hd__dfrtp_1.
- By area, the combinational part of the netlist is dominated by simple AND/OR/NAND/NOR gates.
- Share of synthesized area occupied by flip-flops and latches :: 53.44%
- Share of synthesized cell area in and-or and or-and compound cells :: 0%
- Per the post-synthesis stats, the area per cell is 12.36 um^2.
- After synthesis, the share of flip-flops with an asynchronous set or reset is 100.0%.
- Yosys reports that the leading cell type by area covers 53.44% of the netlist area.
- Of the total synthesized cell area, the portion taken by full adders, half adders and majority gates is 0.8097%.
- Area fraction in mux cells :: 0.7287%
- Distinct lib cells :: 25
- Summing the areas of all and, or, nand and nor instances in the mapped netlist gives 24.53% of the synthesized area.
- Chip area line of the yosys report :: 1545 um^2
- Post-synthesis sequential element count :: 33
- Post-synthesis instance total :: 125
- For this design, Yosys synthesis ends with a cell count of 125.
- The warning tally printed by Yosys for this design is 1.
- The synthesized netlist devotes 17.57% of its cell area to XOR and XNOR gates.
- Post-synthesis cell area :: 1545 um^2

** STA
- Headroom to the max-slew limit came out at 71.54%.
- Finish-stage setup viols :: 0
- Fmax :: 447.2 MHz
- Endpoints failing hold in the final report were tallied at 0.
- Looking at the max-slew report, the worst-margin pin has a slew of 425.8 ps.
- Max Slew Vio Count :: 0
- Final worst-path cycle share :: 60.43%
- The clock arrives with 6.921 ps of skew.
- Setup total negative slack :: 0 ps
- For the finished layout, the period the worst path requires is 2236 ps.
- Unrepaired setup endpoints after global routing :: no

** GRT
- Antenna violations before repair :: 0
- Entering global routing, the biggest net connects 34 pins.
- All-layer global routing usage :: 12.42%
- First-pass GRT wire length :: 5.106 mm
- Global routing finished with a remaining overflow of 0.
- Vias in the first global route :: 1075

** Clock tree
- The clock tree has to reach 33 sinks.
- The clock reaches the later pin of the worst-skew pair after 280 ps.
- CTS reports a maximum clock tree buffer depth of 2.
- Total of hold buffers inserted after clock tree synthesis :: 0
- TritonCTS built the clock tree.
- Number of H-tree levels :: 2
- Buffer type at the clock tree root :: sky130_fd_sc_hd__clkbuf_8
- Post-CTS repair ended up resizing 0 cells.
- Post CTS Setup Buffer Count :: 0
- Register clock-pin slew on the reported worst setup and hold paths :: 60 ps
- Number of buffers created by CTS :: 5

** Finish
- Of the cells placed in the final design, the portion with a size suffix greater than 1 is 12.65%.
- Summing all multi-input logic gate instances after layout gives 674.4 um^2.
- Post-layout util :: 42.50%
- The sequential cells in the finished layout cover a total of 825.8 um^2.
- With fillers left out, the area of the finished cells amounts to 2061 um^2.
- Relative to the synthesized area, the layout overhead comes to 33.36%.
- The layout has 425 filler cells.

** Worst setup path
- Looking at the reg2reg group, the worst path ends at counter[26].
- STA puts the critical path data arrival time at 2430 ps.
- R2r setup slk :: 1920 ps
- Kind of critical path :: in -> reg
- STA classifies the critical path startpoint as an input port.
- Highest net fanout along the worst path :: 11
- Capturing element type of the critical path :: flip-flop
- The number of cells on the worst reg-to-reg path is 5.
- STA puts the critical path data required time at 3900 ps.
- The startpoint identified for the worst register-to-register timing path is counter[0].

** Die
- The floorplan step set the die width to 73.77 um.
- Core area :: 4848 um^2
- The floorplan has 25 rows.
- Number of top-level pins :: 37
- Initial standard-cell utilization of the core :: 31.87%
- Die Y :: 73.77 um
- Die footprint :: 5442 um^2

** Power and ir drop
- In this run the VDD rail shows a maximum IR drop of 0.2771 mV.
- The power report puts the leakage power at 0.9425 nW.
- In this run the power density over the cells is 403.3 nW/um^2.

** Placed design
- Note, the detailed placer reported a final HPWL of 1.961 mm.
- After detailed placement, the total cell area comes to 1959 um^2.
- Input and output buffers added on the ports amount to 36.
- Per the gpl log, the routability congestion estimate is 0.8527.

** Hold path
- The launch point of the worst min-delay path is recorded as counter[31].
- The tightest min-delay check is of the reg -> reg type.
- Along the worst hold path, the cell count comes to 1.
- Sink of the worst hold path :: counter[31]

** Job
- Number of warnings in the stage logs :: 25
- Number of max-cap violations :: 0
[through the flow]
step / total power, mW / cells / hold WS [ps] / setup slack, ps
floorplan: 0.4660 / 125 / 420.4 / 1846
global placement: 0.5470 / 225 / 466.2 / 1206
detailed placement: 0.5433 / 225 / 468.2 / 1191
CTS: 0.8426 / 233 / 488.0 / 1461
global route: 0.8817 / 233 / 513.7 / 1339
finish: 0.8310 / 233 / 482.9 / 1464
[sequential cells by signal, indices dropped and copies added (netlist names)]
name	count
counter	32
winc_o	1
[critical path: stages]
cell and delay (ps):
sky130_fd_sc_hd__clkdlybuf4s50_1 440, sky130_fd_sc_hd__and4bb_2 410, sky130_fd_sc_hd__nand4_4 250, sky130_fd_sc_hd__nor4_2 400, sky130_fd_sc_hd__xor2_1 180
[synth_stat cells, types with 2 or more instances]
cell type and instances:
sky130_fd_sc_hd__inv_1 2, sky130_fd_sc_hd__and2_1 2, sky130_fd_sc_hd__buf_4 2, sky130_fd_sc_hd__nor2_1 4, sky130_fd_sc_hd__dfrtp_1 33, sky130_fd_sc_hd__nand3b_1 2, sky130_fd_sc_hd__nor4_1 2, sky130_fd_sc_hd__nand4_1 4
sky130_fd_sc_hd__nand3_1 5, sky130_fd_sc_hd__nand4_4 2, sky130_fd_sc_hd__and3_1 5, sky130_fd_sc_hd__and4_1 3, sky130_fd_sc_hd__xnor2_1 15, sky130_fd_sc_hd__nor3_1 4, sky130_fd_sc_hd__buf_6 2, sky130_fd_sc_hd__xor2_1 16
sky130_fd_sc_hd__nor4_2 4, sky130_fd_sc_hd__nand2_1 11
[where the power goes]
group / internal (mW) / switching [mW] / total, mW
registers: 0.392 / 0.0355 / 0.427
logic: 0.0788 / 0.0315 / 0.110
clock network: 0.168 / 0.126 / 0.294
[layer usage]
layer  vias up  wire (um)  global-route usage [%]
met4         0         44                   1.709
met3         6        202                   4.438
met2        32       1208                   17.13
met5         -          0                       0
met1       485       1397                   19.74
li1        512          -                       -
[how the worst max path moves through the flow]
stage,start,endpoint,slack [ps],cells past startpoint
4_1_cts,wfull_i,counter[31],1460,5
5_1_grt,wfull_i,counter[31],1340,5
6_report,wfull_i,counter[31],1460,5
[cell families (layout without fill, tap and decap cells)]
group,after synthesis,in the layout
xor+xnor,31,31
simple gates,53,53
fa+ha+maj,1,1
flops,33,33
mux,1,1
buf+inv,6,47
[cell usage in the layout, fill, tap and decap left out, types with 4 or more instances in the layout]
cell type | netlist | final
sky130_fd_sc_hd__xor2_1 | 16 | 16
sky130_fd_sc_hd__and3_1 | 5 | 5
sky130_fd_sc_hd__nand2_1 | 11 | 11
sky130_fd_sc_hd__clkbuf_8 | 0 | 7
sky130_fd_sc_hd__nand4_1 | 4 | 4
sky130_fd_sc_hd__xnor2_1 | 15 | 15
sky130_fd_sc_hd__dfrtp_1 | 33 | 33
sky130_fd_sc_hd__nor3_1 | 4 | 4
sky130_fd_sc_hd__clkdlybuf4s50_1 | 0 | 36
sky130_fd_sc_hd__nand3_1 | 5 | 5
sky130_fd_sc_hd__nor4_2 | 4 | 4
sky130_fd_sc_hd__nor2_1 | 4 | 4
[area by class of cell]
type / count / share of cell area [%]
Timing Repair Buffer: 37 / 17.85
Multi-Input combinational cell: 86 / 32.73
Tap cell: 67 / 4.068
Clock buffer: 7 / 4.675
Inverter: 2 / 0.3643
Clock inverter: 1 / 0.2429
Sequential cell: 33 / 40.07
Power figures rest on the tool's default switching activity, not on a simulated workload.
